--- flow/config.mk ---
export PLATFORM = sky130hd
export DESIGN_NAME = mult4X4
export DESIGN_NICKNAME = mult4X4
export VERILOG_FILES = /design/flow/design.v
export SDC_FILE = /design/flow/constraint.sdc
export NUM_CORES = 4
export LEC_CHECK = 1
export CORE_AREA = 10 10 95 95
export DIE_AREA = 0 0 105 105
--- flow/constraint.sdc ---
current_design mult4X4

set clk_period 3.1
set clk_io_pct 0.2

create_clock -name clk0 -period $clk_period [get_ports {Clk}]

set non_clock_inputs [all_inputs -no_clocks]
set_input_delay [expr $clk_period * $clk_io_pct] -clock clk0 $non_clock_inputs
set_output_delay [expr $clk_period * $clk_io_pct] -clock clk0 [all_outputs]
--- flow/design.v ---
module mult4X4 (Clk, St, Multiplier, Multiplicand, Done, Result); 
input Clk,St;  
input [3:0] Multiplier, Multiplicand; 
output Done; 
output [7:0] Result; 
reg [3:0] State;  
reg [8:0] ACC;  
initial 
begin 
    State =0;
    ACC = 0;
end 
always@(posedge Clk) 
begin 
   case (State) 
   0: 
		begin  
			if(St == 1'b1)
			begin 
				ACC[8:4] <= 5'b00000; 
				ACC[3:0] <= Multiplier; 
				State <= 1; 
			end
        end 
    1,3,5,7: 
        begin  
			if( ACC[0] == 1'b1)  
                begin 
				    ACC[8:4] <= {1'b0, ACC[7:4]} + Multiplicand; 
				    State<= State + 1;  
                end 
            else
                begin
                State <= State + 1; 
                end
        end
    2,4,6,8 : 
        begin
            ACC <= {1'b0, ACC[8:1]}; 
            State <= State + 1; 
        end
    9: 
        begin 
            State <= 0;
            ACC <= 0;
        end 
    endcase
end 
   assign Done = (State == 9)?1'b1:1'b0 ; 
   assign Result = (State == 9) ? ACC [7:0] : 8 'b00000000; 
endmodule
--- flow/run.sh ---
#!/bin/bash
# OpenROAD 26Q1-2900-gdf79404cd8, Yosys 0.63+post, stock flow scripts
make -C /OpenROAD-flow-scripts/flow DESIGN_CONFIG=/design/flow/config.mk WORK_HOME=/design/flow/orfs finish
==> flow_summary.yaml <==
# yosys + openroad results
job:
  timing.max_cap.violations: 0
  log.warning_count: 28
yosys:
  synth-async-reset-ratio_pct: 0
  synth-adder-area-share_pct: 12.0
  synth-simple-area-share_pct: 18.1
  synth.area.mux_share_pct: 5.50
  netlist_instances: 82
  yosys_reported_design_area_after_synthesis_um2: 1000
  dominantRegCellSynth: "sky130_fd_sc_hd__edfxtp_1"
  most_numerous_cell_types_in_the_synthesized_netlist: "13 x sky130_fd_sc_hd__edfxtp_1, 9 x sky130_fd_sc_hd__and2_1, 8 x sky130_fd_sc_hd__ha_1, 5 x sky130_fd_sc_hd__nor2_1, 5 x sky130_fd_sc_hd__nor2b_1"
  synth.lib_cells_used.distinct: 34
  synth-edff-count: 13
  synth-warning-count: 1
  post-synth-top-area-fraction_pct: 39.0
  synth.cell_area_um2: 1000
  yosysSeqAreaShare_pct: 39.0
  synthDominantAreaCellType: "sky130_fd_sc_hd__edfxtp_1"
  postSynthAreaPerCell_um2: 12.2
  yosys.area_share.aoi_pct: 17.5
  synth.cellmix.xorXnorShare_pct: 2.62
  numSynthFlops: 13
  synthTopCellsByArea: "sky130_fd_sc_hd__edfxtp_1 39%, sky130_fd_sc_hd__ha_1 10%, sky130_fd_sc_hd__and2_1 5.6%, sky130_fd_sc_hd__buf_6 4.5%, sky130_fd_sc_hd__mux2_2 4.5%"
  topCombFamilyByArea: "simple AND/OR/NAND/NOR gates"
  synth_dominant_cell_count: "sky130_fd_sc_hd__edfxtp_1"
  ys_cells: 82
floorplan:
  rows: 30
  dieArea_um2: 11000
  core_region_area_um2: 6910
  core_util_floorplan_pct: 14.5
  die-width_um: 105
  pin_count: 19
  chipHeight_um: 105
global_route:
  grt_pass1_vias: 686
  antenna_found_initial: 0
  grt_overflow: 0
  grt_max_degree: 15
  grt_first_pass_wirelength_mm: 3.33
  grt_usage_pct: 3.48
clock_tree:
  insertion_delay_ns: 0.24
  cts_repair_resize_count: 0
  clock_sink_count: 13
  post-cts-setup-buffers: 0
  cts_buffers: 3
  holdBufCountCts: 0
  cts_max_level: 1
  clock_tree_from_tritoncts: "yes"
  reg_clk_slew_reported_paths_ns: 0.05
  clock_tree.buffer_depth: 2
  cts-root-buf: "sky130_fd_sc_hd__clkbuf_8"
cells_and_area:
  area_growth_pct: 30.0
  n_fill_cell: 762
  logic_area_um2: 558
  layout.cell_area.non_filler_um2: 1300
  layout.area.seq_um2: 390
  stdcell_count: 196
  postLayoutCoreUtil_pct: 18.8
  layout_cell_share_with_drive_strength_beyond_1_pct: 18.0
power:
  p_leak_nw: 0.478
  ir_drop_uv: 231
  cellPowerDensity_nw_per_um2: 1000
critical_path:
  worst_path_max_delay_cell: "sky130_fd_sc_hd__clkdlybuf4s50_1"
  timing.critical_path.cells: "inv_1, ha_1, and3b_2, and2_1, clkdlybuf4s50_1"
  worstSetupPathType: "register to primary output"
  crit_family: "buffers and inverters"
  cp_slowest_stage_delay_ns: 0.46
  path_buffers: 2
  worstPathMaxFanout: 14
  critPathArrivalTime_ns: 2.00
  required_ns: 2.48
  endpoint_kind: "primary output"
  timing.critical_path.from_type: "register"
place:
  routabilityCongestion: 0.788
  dpl_cell_area_um2: 1260
  portBuffers: 18
  place.detailed.instances: 192
  place_hpwl_mm: 1.52
sta:
  max_freq_mhz: 381
  worstMarginPinSlew_ns: 0.533
  timing.slew.headroom_pct: 64.4
  final.setup_skew_ns: 0.000568
  finalSetupViolations: 0
  timing.setup.tns_ns: 0
  final-hold-violation-count: 0
  min_period_ns: 2.62
  layout_worst_path_cycle_share_pct: 84.6
  grt_setup_unrepaired: "no"
  timing.final.max_slew_violations: 0
hold_path:
  hp-class: "register to register"
detailed_routing:
  drtIter0Drc: 23
  route.antenna.diode_count: 0
  wire_per_inst_um: 9.80
  wl_mm: 1.92
  route.antenna.remaining_nets: 0
  detail_route.drc_violations: 0
  vias_per_cell: 3.31
  detail_route.first_pass.iterations: 4
  dr_total_vias: 649
run_status:
  run_status: "complete, no violations"
-- worst paths after layout --
check,start,endpoint,slack (ns),cells after the start
worst min register to register,ACC[8],ACC[7],0.54,1
worst max register to register,State[0],ACC[7],0.76,5
worst min-delay path,ACC[8],ACC[7],0.54,1
worst max-delay path,State[1],Result[7],0.48,5
-- routing by layer --
metal,vias to the layer above,routed length [um],global-route usage (%)
li1,339,-,-
met3,2,136,1.61
met4,0,8,0.196
met5,-,0,0
met1,289,955,4.59
met2,19,818,5.34
-- power by group --
group          switching, mW  total [mW]  internal (mW)
logic                  0.339       0.681          0.342
clock network         0.0592       0.150         0.0907
registers              0.104       0.476          0.372
total                  0.502        1.31          0.805
-- flip-flops by register name (all words and copies together), names as in the netlist --
name   flops
ACC        9
State      4
-- cells by family (layout without fill, tap and decap cells) --
| kind of cell | Yosys count | after routing |
|---|---|---|
| fa+ha+maj | 9 | 9 |
| xor+xnor | 3 | 3 |
| mux | 5 | 5 |
| compound gates | 18 | 18 |
| simple gates | 28 | 28 |
| flops | 13 | 13 |
| buf+inv | 6 | 24 |
-- cells in the final DEF, fill, tap and decap left out, types with 3 or more instances in the layout --
cell | netlist | routed
sky130_fd_sc_hd__clkdlybuf4s50_1 | 0 | 18
sky130_fd_sc_hd__edfxtp_1 | 13 | 13
sky130_fd_sc_hd__and2_1 | 9 | 9
sky130_fd_sc_hd__ha_1 | 8 | 8
sky130_fd_sc_hd__nor2b_1 | 5 | 5
sky130_fd_sc_hd__nor2_1 | 5 | 5
sky130_fd_sc_hd__mux2_2 | 4 | 4
sky130_fd_sc_hd__a22o_1 | 3 | 3
sky130_fd_sc_hd__clkbuf_8 | 0 | 3
-- layout make-up --
class	count	share of cell area, %
Multi-Input combinational cell	63	42.9
Sequential cell	13	30.0
Timing Repair Buffer	18	13.8
Tap cell	96	9.23
Clock buffer	4	3.46
Inverter	2	0.577
-- per-stage QoR --
| stage | setup slack (ns) | hold WS (ns) | power (mW) |
|---|---|---|---|
| CTS | 0.444 | 0.540 | 1.33 |
| finish | 0.477 | 0.541 | 1.31 |
| detailed placement | 0.697 | 0.527 | 1.17 |
| global placement | 0.696 | 0.523 | 1.16 |
| floorplan | 1.18 | 0.512 | 1.03 |
| global route | 0.315 | 0.566 | 1.43 |
Power figures rest on the tool's default switching activity, not on a simulated workload.
